`flow/run.sh`:
```
#!/bin/bash
# OpenROAD 26Q1-2900-gdf79404cd8, Yosys 0.63+post, stock flow scripts
make -C /OpenROAD-flow-scripts/flow DESIGN_CONFIG=/design/flow/config.mk WORK_HOME=/design/flow/orfs finish
```
`flow/config.mk`:
```
export PLATFORM = sky130hd
export DESIGN_NAME = uart_tx
export DESIGN_NICKNAME = uart_tx
export VERILOG_FILES = /design/flow/design.v
export SDC_FILE = /design/flow/constraint.sdc
export NUM_CORES = 4
export LEC_CHECK = 1
export CORE_AREA = 10 10 103 103
export DIE_AREA = 0 0 113 113
```
`flow/constraint.sdc`:
```
current_design uart_tx

set clk_period 6.3
set clk_io_pct 0.2

create_clock -name clk0 -period $clk_period [get_ports {clk}]

set non_clock_inputs [all_inputs -no_clocks]
set_input_delay [expr $clk_period * $clk_io_pct] -clock clk0 $non_clock_inputs
set_output_delay [expr $clk_period * $clk_io_pct] -clock clk0 [all_outputs]
```
`flow/design.v`:
```
module uart_tx (
    input wire clk,          
    input wire reset,        
    input wire [7:0] data,   
    input wire start,       
    output reg tx            
);
    parameter BAUD_RATE = 9600;
    parameter CLOCK_FREQ = 12_000_000;  
    parameter SAMPLE_COUNT = CLOCK_FREQ / BAUD_RATE;
    reg [9:0] shift_reg;
    reg [3:0] bit_count;
    reg [15:0] counter;
    reg sending;
    always @(posedge clk or posedge reset) begin
        if (reset) begin
            sending <= 0;
            tx <= 1;  
            bit_count <= 0;
            counter <= 0;
        end else begin
            if (start && !sending) begin
                shift_reg <= {1'b1, data, 1'b0}; 
                sending <= 1;
                bit_count <= 0;
                counter <= SAMPLE_COUNT;
            end else if (sending) begin
                counter <= counter - 1;
                if (counter == 0) begin
                    counter <= SAMPLE_COUNT;
                    tx <= shift_reg[bit_count];
                    bit_count <= bit_count + 1;
                    if (bit_count == 9) begin
                        sending <= 0;
                    end
                end
            end
        end
    end
endmodule
```
==> flow_metrics.tcl <==
# metrics dict for downstream scripts
set metrics [dict create \
    initCoreUtil_pct 18.9 \
    numSynthFlops 30 \
    switchingPower_uw 169 \
    p_clk_share_pct 26.9 \
    final_cell_mix "21 x dfrtp_1, 11 x nand2_1, 11 x clkdlybuf4s50_1" \
    fmax_mhz 383 \
    comb_power_share_pct 19.9 \
    register_area_um2 792 \
    period_needed_ns 2.61 \
    final.setup.worst_slack_ns 3.69 \
    rsz0062_at_grt "false" \
    vdd_drop_max_mv 0.0983 \
    drtPass1Iterations 4 \
    crit_chain "clkdlybuf4s50_1, nor2_1, a211oi_1, a211o_1" \
    cts_root_buffer "clkbuf_8" \
    die_w_um 113 \
    antenna_left 0 \
    worstSetupStartpointType "input pin" \
    critPathTopFamily "simple AND/OR/NAND/NOR gates" \
    finalMaxSlewViolations 0 \
    critPathSlowestCell "nor2_1" \
    grt_pass1_wl_mm 5.28 \
    p_int_uw 378 \
    hpwlAfterDp_mm 2.05 \
    placed_area_mm2 0.00178 \
    worstMarginPinSlew_ns 0.856 \
    ys_cells 144 \
    p_sw_share_pct 30.9 \
    flop_cell "dfrtp_1" \
    ctsResizeCount 0 \
    clk_path_buf_depth 2 \
    seqPwrFrac_pct 53.1 \
    drt-total-wl_mm 3.02 \
    p_per_area_mw_per_mm2 295 \
    clkTransAtPathRegs_ns 0.06 \
    rows 33 \
    ys_async_sr_fraction_pct 73.3 \
    syn_area_per_cell_um2 10.9 \
    clock-sinks 30 \
    die_h_um 113 \
    fillers 863 \
    area_delta_synth_final_pct 18.3 \
    p_leak_nw 0.698 \
    min_path_type "reg -> reg" \
    route.detailed.wl_per_inst_um 11.6 \
    p_total_uw 547 \
    io_pins 12 \
    dieArea_mm2 0.0128 \
    log.warning_count 26 \
    final_common_cell "dfrtp_1" \
    cts_buffers 5 \
    setup_violations 0 \
    skew_ns 0.00429 \
    tns_ns 0 \
    synthesis.area_mm2 0.00157 \
    grt_max_degree 23 \
    place.port_buffers 11 \
    grt_most_used_layer "met2" \
    crit_path_max_fanout 12 \
    grt_use_met1_pct 6.67 \
    synthDistinctLibCells 47 \
    design_area_mm2 0.00186 \
    ys_area_mm2 0.00157 \
    post_drt_via_cell_ratio 4.23 \
    setup.worst_path.end_class "register" \
    worstPathArrival_ns 2.78 \
    path_class "in -> reg" \
    grt_usage_pct 4.82 \
    cts-hold-fix-buffers 0 \
    hold_violations 0 \
    grt_pass1_vias 1080 \
    maxCapViolations 0 \
    synth_cells 144 \
    finalClockPeriodUsage_pct 41.4 \
    grt_use_met2_pct 7.26 \
    met3_usage_pct 1.66 \
    cts_max_level 2 \
    largest_register_ffs 16 \
    final_util_pct 22.4 \
    drcViolationCount 0 \
    insertion_delay_ns 0.28 \
    yosys_warnings 1 \
    drtIter0Drc 76 \
    place_ws_ns 3.42 \
    edf_count 8 \
    vias 1104 \
    logic_area_um2 719 \
    cp.required_ns 6.47 \
    slew_headroom_pct 42.7 \
    path_buffers 1 \
    grt_overflow 0 \
    core_mm2 0.00830 \
    post-cts-setup-buffers 0 \
    drive_gt1_share_pct 12.2 \
    tritoncts "built" \
    gp_congestion 0.778 \
    postSynthSeqShare_pct 50.5 \
    antenna_found_initial 0 \
    critPathMaxStageDelay_ns 0.67 \
    antenna_cells 0 \
    status "completed" \
]
-- cells by family (layout without fill, tap and decap cells) --
kind of cell	count (synthesis)	in the layout	synth area share, %
buffers and inverters	12	24	3.67
XOR/XNOR	2	2	1.12
multiplexers	5	5	4.07
flip-flops	30	30	50.5
adder cells (fa/ha/maj)	3	3	2.39
AND-OR/OR-AND	40	40	17.1
AND/OR/NAND/NOR	52	52	21.1
-- per-layer routing --
| layer | share of wire, % | wire length [um] |
|---|---|---|
| met5 | 0 | 0 |
| met3 | 3.3 | 100 |
| met4 | 1.9 | 57 |
| met1 | 49 | 1480 |
| met2 | 46 | 1390 |
-- final timing paths --
kind / startpoint / end / slack, ns / depth (start not counted)
max: start / counter[5] / 3.69 / 4
min: counter[15] / counter[15] / 0.51 / 1
max reg2reg: counter[0] / tx / 4.11 / 7
min reg2reg: counter[15] / counter[15] / 0.51 / 1
max in group asynchronous: reset / tx / 4.67 / 3
min in group asynchronous: reset / bit_count[2] / 1.36 / 3
-- through the flow --
step	hold slack, ns	cells
global placement	0.499	253
global route	0.538	261
detailed placement	0.504	253
finish	0.509	261
floorplan	0.458	144
CTS	0.511	261
-- power groups by stage --
stage,registers [mW],logic [mW],clock network (mW)
after CTS,0.290,0.111,0.151
after global routing,0.298,0.124,0.159
final,0.291,0.109,0.147
-- cell usage after synthesis (2+ instances only) --
cell type | number | share of area, %
inv_1 | 4 | 0.96
a22o_1 | 3 | 1.7
xnor2_1 | 2 | 1.1
mux2i_1 | 3 | 1.9
nor2_1 | 9 | 2.2
edfxtp_1 | 8 | 15
clkbuf_1 | 5 | 1.2
nand2b_1 | 6 | 2.4
dfrtp_1 | 21 | 33
nand3b_1 | 3 | 1.4
nor2b_1 | 4 | 1.6
nor4_1 | 2 | 0.80
o21ai_1 | 3 | 0.96
a31oi_1 | 6 | 2.4
nor3_1 | 7 | 2.2
ha_1 | 3 | 2.4
a211oi_1 | 2 | 0.96
o21ai_0 | 7 | 2.2
nand2_1 | 11 | 2.6
a21oi_1 | 7 | 2.2
o211ai_1 | 2 | 0.96
-- cell type report --
| cell class | count | area share (%) |
|---|---|---|
| Multi-Input combinational cell | 102 | 38.8 |
| Inverter | 4 | 0.809 |
| Tap cell | 105 | 7.08 |
| Clock buffer | 8 | 4.32 |
| Timing Repair Buffer | 12 | 6.34 |
| Sequential cell | 30 | 42.7 |
Power and IR drop assume default switching activity.
