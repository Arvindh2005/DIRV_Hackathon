<file path="run.sh">
#!/bin/bash
# OpenROAD 26Q1-2900-gdf79404cd8, Yosys 0.63+post, stock flow scripts
make -C /OpenROAD-flow-scripts/flow DESIGN_CONFIG=/design/flow/config.mk WORK_HOME=/design/flow/orfs finish
</file>
<file path="config.mk">
export PLATFORM = sky130hd
export DESIGN_NAME = uart_rx
export DESIGN_NICKNAME = uart_rx
export VERILOG_FILES = /design/flow/design.v
export SDC_FILE = /design/flow/constraint.sdc
export NUM_CORES = 4
export LEC_CHECK = 1
export CORE_AREA = 10 10 113 113
export DIE_AREA = 0 0 123 123
</file>
<file path="constraint.sdc">
current_design uart_rx

set clk_period 4.1
set clk_io_pct 0.2

create_clock -name clk0 -period $clk_period [get_ports {clk}]

set non_clock_inputs [all_inputs -no_clocks]
set_input_delay [expr $clk_period * $clk_io_pct] -clock clk0 $non_clock_inputs
set_output_delay [expr $clk_period * $clk_io_pct] -clock clk0 [all_outputs]
</file>
<file path="design.v">
module uart_rx (
    input wire clk,          
    input wire reset,        
    input wire rx,           
    output reg [7:0] data,   
    output reg ready        
);
    parameter BAUD_RATE = 9600;
    parameter CLOCK_FREQ = 12_000_000; 
    parameter SAMPLE_COUNT = CLOCK_FREQ / BAUD_RATE;
    reg [7:0] shift_reg;
    reg [3:0] bit_count;
    reg [15:0] counter;
    reg sampling;
    always @(posedge clk or posedge reset) begin
        if (reset) begin
            ready <= 0;
            sampling <= 0;
            bit_count <= 0;
            counter <= 0;
        end else begin
            if (!sampling && !rx) begin
                sampling <= 1;
                counter <= SAMPLE_COUNT / 2; 
                bit_count <= 0;
            end else if (sampling) begin
                counter <= counter - 1;
                if (counter == 0) begin
                    counter <= SAMPLE_COUNT;
                    if (bit_count < 8) begin
                        shift_reg[bit_count] <= rx;
                        bit_count <= bit_count + 1;
                    end else if (bit_count == 8) begin
                        ready <= 1;
                        data <= shift_reg;
                        sampling <= 0;
                    end
                end
            end else begin
                ready <= 0;
            end
        end
    end
endmodule
</file>
==> flow_summary.ini <==
; synthesis and place-and-route metrics
[timing]
hold_viol_final = 0
fmax_ghz = 0.420
slew_violations = 0
finalHoldWorstSlack_ns = 0.462
period_needed_ns = 2.38
clock_skew_ns = 0.00460
setup_ws_ns = 1.72
rsz0062_at_grt = false
finalClockPeriodUsage_pct = 58.0
setup_tns_ns = 0
tightest_slew_ns = 0.657
setup_viol = 0
slew_headroom_pct = 55.6

[pwr]
p_sw_uw = 355
p_leak_uw = 0.000842
powerDensity_nw_per_um2 = 479
combPwrFrac_pct = 19.6
clkPwrFrac_pct = 32.8
sw_frac_of_total_pct = 30.9
p_seq_share_pct = 47.6
p_int_uw = 797
totalPowerFinal_uw = 1150
ir_worst_vdd_v = 0.000190

[die]
ios = 12
die_h_um = 123
dieArea_um2 = 15100
core_um2 = 10300
fp_util_pct = 19.6
placementRows = 37
die_w_um = 123

[layout]
largest_reg_flops = 16
syn_to_final_growth_pct = 19.1
stdcell_count = 334
drive_gt1_share_pct = 11.6

[clock_tree]
worstSkewPairLatency_ns = 0.29
cts_tree = built
cts_sinks = 38
cts-hold-fix-buffers = 0
root_buffer = clkbuf_8
worst_setup_hold_path_clk_slew_ns = 0.07
htreeDepth = 2
cts-resized-gates = 0
cts_buffers = 5
cts_setup_buffers = 0
clockBufferDepth = 2

[logic_synthesis]
syn_area_um2 = 2020
yosys-top-cells-area = dfrtp_1 27%, edfxtp_1 24%, ha_1 3.7%
yosysMostFrequentCell = dfrtp_1
ys_seq_share_pct = 51.0
top_cell_area_share_pct = 27.2
synth-edff-count = 16
ff_type = dfrtp_1
async_flop_share_pct = 57.9
top_area_cell = dfrtp_1
common_cells = 22 x dfrtp_1, 16 x edfxtp_1, 14 x nand2_1
ys_warn_count = 1
avgSynthCellArea_um2 = 11.0
synth_flops = 38
yosys.cell_types.count = 52
syn_inst = 184
yosysCellCount = 184
yosys_area_um2 = 2020

[global_route]
met2_usage_pct = 9.40
antenna_found_initial = 0
grt_max_degree = 21
grt_pass1_wl_um = 7250
overflow = 0
grt.total_usage_pct = 5.85
met3_usage_pct = 1.85
grt_pass1_vias = 1479
grt-busiest-layer = met2
use_met1_pct = 7.86

[route]
drtAntennaViolNets = 0
drc = 0
viasPerCell = 4.49
dr.pass1.iters = 5
dr.first_iter.drc_count = 111
vias = 1501
wl_per_cell_um = 12.7
insertedDiodeCount = 0
wirelength_um = 4240

[worst_setup_path]
critPathKind = reg -> reg
worstPathArrival_ns = 2.42
crit_slowest_cell = dfrtp_1
cp_max_fo = 14
endpoint_kind = flop
cp-start-kind = flop
cp_slowest_stage_delay_ns = 0.63
path_cells = inv_1 -> ha_1 -> o41a_1 -> nor3_1 -> mux2_2
worstPathRequired_ns = 4.14

[run]
maxCapViolCount = 0
warnings = 29

[place]
portBuffers = 11
gp_congestion = 0.841
hpwl_um = 3020
place_inst = 326
place_ws_ns = 1.73

[run_status]
status = finished clean

[worst_hold_path]
min_path_type = reg -> reg
power groups by stage:
stage         Clock (µW)  Combinational [µW]  Sequential [µW]
CTS                  388                 225              546
finish               378                 226              548
global route         406                 254              563
placed cells by master, fill, tap and decap left out, drive strengths merged, types with 2 or more instances in the layout:
cell	count
a211oi	2
a21oi	3
a31oi	3
a41oi	2
and3	3
buf	2
bufinv	2
clkbuf	5
clkdlybuf4s50	11
dfrtp	22
edfxtp	16
ha	6
inv	8
mux2	4
mux2i	3
nand2	14
nand2b	2
nand3	7
nand3b	2
nand4	2
nor2	14
nor3	11
nor4	5
nor4b	2
o21a	2
o21ai	10
o2bb2ai	7
o31ai	4
o41a	2
or2	2
or4	4
worst max-delay path: cells and delay by family, from the launching register on:
kind | cells | cell delay (ns)
DFF | 1 | 0.63
AOI/OAI and AO/OA | 1 | 0.50
muxes | 1 | 0.35
adders and majority gates | 1 | 0.31
and+or+nand+nor | 1 | 0.17
buffers and inverters | 1 | 0.16
stage by stage:
step | util (%) | area [µm²]
2_1_floorplan | - | 2020
3_3_place_gp | 22.0 | 2270
3_5_place_dp | 22.0 | 2270
4_1_cts | 23.3 | 2410
5_1_grt | 23.3 | 2410
6_report | 23.3 | 2410
area by class of cell:
class | count | area, µm²
Tap cell | 136 | 170
Clock buffer | 5 | 68.8
Timing Repair Buffer | 13 | 125
Fill cell | 1066 | 7920
Inverter | 8 | 30.0
Multi-Input combinational cell | 131 | 913
Sequential cell | 38 | 1030
Clock inverter | 3 | 68.8
final timing paths:
kind | from | to | slack [ns] | cells past startpoint
max reg2reg | bit_count[0] | shift_reg[4] | 1.72 | 5
max in group asynchronous | reset | counter[15] | 2.89 | 3
min in group asynchronous | reset | ready | 0.75 | 2
min | shift_reg[0] | data[0] | 0.46 | 0
min reg2reg | shift_reg[0] | data[0] | 0.46 | 0
max | bit_count[0] | shift_reg[4] | 1.72 | 5
kinds of logic (layout without fill, tap and decap cells):
group	Yosys count	count (layout)	synth area share, %
AOI/OAI and AO/OA	45	45	16.6
muxes	7	7	3.71
DFF	38	38	51.0
adders and majority gates	6	6	3.71
buffers and inverters	15	29	3.84
and+or+nand+nor	73	73	21.2
layer usage:
| layer | share of wire (%) | vias up |
|---|---|---|
| li1 | - | 734 |
| met1 | 46 | 717 |
| met2 | 45 | 46 |
| met3 | 7.8 | 4 |
| met4 | 1.2 | 0 |
| met5 | 0 | - |
No activity file was given, so power comes from the tool's default toggle rates.
