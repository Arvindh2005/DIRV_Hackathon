File: flow/design.v
module systolic_array (
    input wire clk,
    input wire reset,
    input wire [31:0] activation_stream,
    input wire [31:0] weight_stream,    
    output reg [15:0] final_result_0,
    output reg [15:0] final_result_1
);
    reg [7:0] activations [0:1][0:1];
    reg [7:0] weights [0:1][0:1];
    reg [15:0] partial_sum [0:1][0:1];
    integer i, j, k;
    function [15:0] shift_add_mult;
        input [7:0] a, b;
        integer i;
        begin
            shift_add_mult = 0;
            for (i = 0; i < 8; i = i + 1) begin
                if (b[i]) shift_add_mult = shift_add_mult + (a << i);
            end
        end
    endfunction
    always @(posedge clk or posedge reset) begin
        if (reset) begin
            for (i = 0; i < 2; i = i + 1)
                for (j = 0; j < 2; j = j + 1)
                    partial_sum[i][j] <= 0;
        end else begin
            for (i = 0; i < 2; i = i + 1)
                for (j = 0; j < 2; j = j + 1) begin
                    activations[i][j] <= activation_stream[(i*2 + j) * 8 +: 8];
                    weights[i][j] <= weight_stream[(i*2 + j) * 8 +: 8];
                end
            for (i = 0; i < 2; i = i + 1)
                for (j = 0; j < 2; j = j + 1) begin
                    partial_sum[i][j] <= 0;
                    for (k = 0; k < 2; k = k + 1)
                        partial_sum[i][j] <= partial_sum[i][j] + shift_add_mult(activations[i][k], weights[k][j]);
                end
            final_result_0 <= partial_sum[0][0] + partial_sum[0][1];
            final_result_1 <= partial_sum[1][0] + partial_sum[1][1];
        end
    end
endmodule
File: flow/run.sh
#!/bin/bash
# OpenROAD 26Q1-2900-gdf79404cd8, Yosys 0.63+post, stock flow scripts
make -C /OpenROAD-flow-scripts/flow DESIGN_CONFIG=/design/flow/config.mk WORK_HOME=/design/flow/orfs finish
File: flow/config.mk
export PLATFORM = sky130hd
export DESIGN_NAME = systolic_array
export DESIGN_NICKNAME = systolic_array
export VERILOG_FILES = /design/flow/design.v
export SDC_FILE = /design/flow/constraint.sdc
export NUM_CORES = 4
export LEC_CHECK = 1
export CORE_UTILIZATION = 40
File: flow/constraint.sdc
current_design systolic_array

set clk_period 14.9
set clk_io_pct 0.2

create_clock -name clk0 -period $clk_period [get_ports {clk}]

set non_clock_inputs [all_inputs -no_clocks]
set_input_delay [expr $clk_period * $clk_io_pct] -clock clk0 $non_clock_inputs
set_output_delay [expr $clk_period * $clk_io_pct] -clock clk0 [all_outputs]
==> deck_impl_summary.md <==
Key Metrics from the Run

Run
  • Tool warnings: 89
  • Max-cap violations: 0

Setup path
  • Worst Reg-to-Reg Cells: 47
  • Critical path startpoint category: register
  • CP Data Required Time: 15.27 ns
  • WS Path Type: reg2reg
  • Bufs and invs on worst path: 3
  • Worst path most repeated cell: ha_1
  • Crit path max-delay family: AND-OR/OR-AND gates
  • Max Fanout on Critical Path: 21
  • WP depth: 47
  • R2R Setup Slk: 3.85 ns
  • Setup crit end kind: register
  • CP Data Arrival Time: 11.43 ns
  • CP max stage cell: fa_1
  • CP peak stage delay: 0.46 ns

Layout
  • Fraction of layout cells with a size suffix above 1: 0.0726
  • Layout fillers: 4312
  • Multi-input gate area: 14900 sq um
  • Seq. cell area: roughly 3500 sq um
  • Layout area overhead: 10.7%
  • Post-layout utilization of the core: 0.453

Routing
  • Antenna cells: 0
  • DR vias: 15.9k
  • Via-per-instance ratio: 5.50
  • Iteration-0 DRC Markers: 887
  • WL per Instance: 16.5 um
  • # DRC: 0
  • DRT antenna net count: 0
  • Final WL: 47600 um
  • DR pass1 iterations: 7

Floorplan
  • Full die area: slightly below 50000 sq um
  • Die span in x: 221 um
  • Cell Rows: a little under 80
  • IO Pins: between 90 and 100
  • Fp_density: 0.409
  • Core area: 47000 sq um
  • Die Y: 221 um

CTS
  • Root Buffer: clkbuf_16
  • Clock transition at path regs: 0.06 ns
  • Clock Sinks: 128
  • Num CTS Buffers: 17
  • PostCTS Resize Cnt: 0
  • # H-tree levels: 4
  • CTS tree: done
  • Number of hold buffers added after cts: 0
  • CTS max path bufs: 2
  • Worst-Skew Late Latency: 0.45 ns
  • Setup bufs post-CTS: 0

Logic synthesis
  • Post-synthesis cell type count: 74
  • Yosys top cell area share: 0.218
  • Chip Area, Yosys: 19200 sq um
  • Register share after synthesis: 0.183
  • Commonest flop: edfxtp_1
  • Cell Area, Synth: 19200 sq um
  • Syn_area_per_cell: 8.68 sq um
  • Ys Warns: 4
  • Top cells by count: 334 x ha_1, 189 x a21oi_1, 150 x xnor2_1
  • Post-synth EDFFs: approximately 64
  • Yosys top cell by area: ha_1
  • Share of flip-flops with an asynchronous set or reset: 0.500
  • Synth Instances: 2213
  • Post-synth area hogs: ha_1 22%, edfxtp_1 10%, dfrtp_1 8.3%
  • Most common cell in the netlist: ha_1
  • Yosys Instances: 2213
  • Synth flops: 128

Global route
  • GRT Total Usage: 0.202
  • Vias in the first global route: 14.9k
  • First-pass GRT wire length: 78600 um
  • Pin count of the biggest net entering global routing: slightly above 60
  • Congestion Overflow GR: 0
  • Initial antenna violation count: 0

Timing
  • RSZ-0062 raised after global routing: no
  • Slew @ Worst Pin: 0.855 ns
  • Setup-failing EPs final: 0
  • Final period utilization: 0.742
  • Hold Fails Final Rpt: 0
  • Fin. max-slew vios: 0
  • Fin crit period: 11.05 ns
  • Setup_tns: 0 ns
  • Max frequency: between 90 and 100 MHz
  • Slew HR: 0.429
  • Clk_skew: 0.00704 ns

Placement
  • Port buffer count: 65
  • Detail Placement HPWL: 35800 um
  • Global placement routability congestion: 0.901

Hold path
  • Min-Delay Path Depth: 1
  • Worst min-delay path class: reg2reg

Status
  • Status: finished clean
[layer usage]
metal	part of all wire	GRT usage
met1	0.53	0.337
met2	0.42	0.298
met3	0.041	0.0198
met4	0.010	0.0176
met5	0	0
[area by class of cell]
cell class,instances,area share
Clock buffer,21,0.0232
Clock inverter,11,0.00594
Timing Repair Buffer,101,0.0433
Sequential cell,128,0.166
Tap cell,607,0.0357
Multi-Input combinational cell,1886,0.701
Inverter,138,0.0246
[state kept, by name (all words and copies together) (netlist names)]
name / flops
activations: 16
final_result_0: 16
final_result_1: 16
partial_sum: 64
weights: 16
[final timing paths]
check / end / from
worst min-delay path: partial_sum[0][0] / partial_sum[0][0]
max in group asynchronous: partial_sum[3][0] / reset
worst max register to register: partial_sum[0][15] / activations[1][1]
min in group asynchronous: partial_sum[2][15] / reset
worst min register to register: partial_sum[0][0] / partial_sum[0][0]
worst max-delay path: partial_sum[0][15] / activations[1][1]
[metrics by stage]
stage          hold WS (ns)  std cells  instance area [sq um]  setup slack, ns
5_1_grt               0.543       2892                  21300             3.03
6_report              0.514       2892                  21300             3.85
4_1_cts               0.521       2892                  21300             3.94
2_1_floorplan         0.482       2213                  19200             4.94
3_5_place_dp          0.509       2860                  20600             3.98
3_3_place_gp          0.499       2860                  20600             4.09
[kinds of logic after synthesis]
| logic type | synth area share |
|---|---|
| multiplexers | 0.0538 |
| AND/OR/NAND/NOR | 0.123 |
| buffers and inverters | 0.0401 |
| flip-flops | 0.183 |
| adder cells (fa/ha/maj) | 0.253 |
| XOR/XNOR | 0.108 |
| AND-OR/OR-AND | 0.239 |
[worst register-to-register path, delay by kind of cell, from the launching register on]
| kind | cells | cell delay [ns] |
|---|---|---|
| compound gates | 20 | 4.60 |
| xor+xnor | 7 | 0.99 |
| fa+ha+maj | 9 | 2.99 |
| buf+inv | 3 | 0.55 |
| flops | 1 | 0.36 |
| mux | 3 | 0.64 |
| simple gates | 5 | 0.83 |
[cells in the final DEF (no fill, tap or decap), types with 64 or more instances in the layout]
cell type	Yosys	routed
ha_1	334	334
mux2_2	66	66
dfrtp_1	64	64
xnor2_1	150	150
edfxtp_1	64	64
a21oi_1	189	189
xor2_1	86	86
clkdlybuf4s50_1	0	65
o21ai_0	119	119
nand2_1	140	140
a21o_1	97	97
nor2_1	119	119
inv_1	137	136
